File: run.sh
#!/bin/bash
# OpenROAD 26Q1-2900-gdf79404cd8, Yosys 0.63+post, stock flow scripts
make -C /OpenROAD-flow-scripts/flow DESIGN_CONFIG=/design/flow/config.mk WORK_HOME=/design/flow/orfs finish
File: config.mk
export PLATFORM = sky130hd
export DESIGN_NAME = rx_ctrl
export DESIGN_NICKNAME = rx_ctrl
export VERILOG_FILES = /design/flow/design.v
export SDC_FILE = /design/flow/constraint.sdc
export NUM_CORES = 4
export LEC_CHECK = 1
export CORE_UTILIZATION = 40
File: design.v
module rx_ctrl #(
	parameter			BIT_CLK = 16'd219,
	parameter			DOG_CNT = 24'd983040,
	parameter			RAM_END = 10'd784
)(
	input				clk,
	input				rst_n,
	input				rx,
	output reg			start,
	output reg			en,
	input				key,
	output reg [7:0]	ram_q,
	output reg [9:0]	ram_addr,
	output reg			ram_en
);
wire					rx_done;
wire	[7:0]			rx_data;
uart_rx u_rx(
	.clk				(clk),
	.rst_n				(rst_n),
	.BIT_CLK			(BIT_CLK),
	.rx					(rx),
	.rx_done			(rx_done),
	.rx_data			(rx_data)
);
reg		[9:0]			rx_cnt;
reg		[23:0]			wait_cnt;
reg						dog;
reg						clr;
always @(posedge clk or negedge rst_n) begin
	if(!rst_n)
		rx_cnt <= 0;
	else if(dog)
		rx_cnt <= 0;
	else if(rx_done) begin
		if(rx_cnt==0 && (rx_data!=8'hAA))
			rx_cnt <= 0;
		else if(rx_cnt==RAM_END)
			rx_cnt <= 0;
		else
			rx_cnt <= rx_cnt + 1'b1;
	end
end
always @(posedge clk or negedge rst_n) begin		 
	if(!rst_n)
		wait_cnt <= 0;
	else if(rx_cnt == 0)
		wait_cnt <= 0;
	else if(rx_done)
		wait_cnt <= 0;
	else if(dog)
		wait_cnt <= 0;
	else
		wait_cnt <= wait_cnt + 1'b1;
end
always @(posedge clk or negedge rst_n) begin
	if(!rst_n)
		dog <= 1'b0;
	else if(wait_cnt == DOG_CNT)
		dog <= 1'b1;
	else
		dog <= 1'b0;
end
always @(posedge clk or negedge rst_n) begin
	if(!rst_n)
		clr <= 1'b0;
	else if(key)
		clr <= 1'b1;
	else if(ram_addr==RAM_END-1'b1)
		clr <= 1'b0;
end
always @(posedge clk or negedge rst_n) begin
	if(!rst_n) begin
		ram_q <= 0;
		ram_en <= 0;
		ram_addr <= 0;
	end else if(key) begin
		ram_addr <= 0;
	end else if(clr) begin
		ram_q <= 0;
		ram_en <= 1;
		if(ram_addr==RAM_END-1'b1)
			ram_addr <= 0;
		else
			ram_addr <= ram_addr + 1'b1;
	end else if(rx_cnt>0 && rx_done) begin
		ram_q <= rx_data;
		ram_en <= 1;
		ram_addr <= rx_cnt - 1'b1;
	end else begin
		ram_en <= 0;
	end
end
always @(posedge clk or negedge rst_n) begin
	if(!rst_n)
		en <= 1;
	else if(rx_cnt==RAM_END && rx_done)
		en <= 0;
	else
		en <= 1;
end
always @(posedge clk or negedge rst_n) begin
	if(!rst_n)
		start <= 0;
	else if(!en)
		start <= 1;
	else
		start <= 0;
end
endmodule
module uart_rx(
    input            clk            ,
    input            rst_n          ,
    input  [15:0]    BIT_CLK        ,
    input            rx             ,
    output reg       rx_done        ,
    output reg [7:0] rx_data    
);
parameter BIT_WIDTH         =  16                       ;
localparam  IDLE  = 2'b00, 
            START = 2'b01, 
            DATA  = 2'b10, 
            STOP  = 2'b11; 
reg [1:0] 			detect_rx_negedge; 
always @(posedge clk or negedge rst_n) begin
    if(!rst_n)
        detect_rx_negedge <= 2'b11;
    else
        detect_rx_negedge <= {detect_rx_negedge[0],rx}; 
end
reg [1 :0]          state      ;
reg [1 :0]          next_state ;
reg [BIT_WIDTH-1:0] cnt        ;
reg [2:0]           bit_num    ; 
always @(posedge clk or negedge rst_n) begin
    if(!rst_n) 
        state <= IDLE;
    else 
        state <= next_state;
end
always @(*) begin
    next_state = state;
    case(state)
        IDLE:begin
            if(detect_rx_negedge == 2'b10)
                next_state = START;
        end
        START:begin
            if(cnt == BIT_CLK)
                next_state = DATA;
        end
        DATA:begin
            if(cnt == BIT_CLK && bit_num == 3'h7)
                next_state = STOP;
        end
        STOP:begin
            if(cnt == {1'b0,BIT_CLK[BIT_WIDTH-1:1]})
                next_state = IDLE;
        end
    endcase  
end
always @(posedge clk or negedge rst_n) begin
    if(!rst_n) begin
        rx_done <= 1'b0;
        rx_data <= 1'b0;
        bit_num <= 1'b0;
        cnt <= 16'h1;
    end else 
        case(state)
            IDLE:begin
                rx_done <= 1'b0;
                rx_data <= 1'b0;
                bit_num <= 3'h0;
                cnt <= 16'h2; 
            end
            START:begin
                cnt <= cnt + 1'b1;
                if(cnt == BIT_CLK)
                    cnt <= 16'h1;
            end
            DATA:begin
                cnt <= cnt + 1'b1;
                if(cnt == {1'b0,BIT_CLK[BIT_WIDTH-1:1]}) begin  
                    rx_data[bit_num] <= rx;
                end
                if(cnt == BIT_CLK) begin
                    cnt <= 16'h1;
                    if(bit_num != 3'h7)
                        bit_num <= bit_num + 1'b1;
                end
            end
            STOP:begin
                cnt <= cnt + 1'b1;
                if(cnt == {1'b0,BIT_CLK[BIT_WIDTH-1:1]}) begin
                    cnt <= 16'h1;
                    rx_done <= 1'b1;
                end
            end
        endcase  
end
endmodule  
File: constraint.sdc
current_design rx_ctrl

set clk_period 3.2
set clk_io_pct 0.2

create_clock -name clk0 -period $clk_period [get_ports {clk}]

set non_clock_inputs [all_inputs -no_clocks]
set_input_delay [expr $clk_period * $clk_io_pct] -clock clk0 $non_clock_inputs
set_output_delay [expr $clk_period * $clk_io_pct] -clock clk0 [all_outputs]
==> run summary <==
The synthesis and PnR run went through. The stage logs contain a warning count of 30. The H-tree generated during clock tree synthesis spans 3 levels. Post-synthesis area per instance landed at 9.31 um2. In the synthesized netlist, the number of instances is 525. Area growth from synthesis to layout landed at 12.4%. Worst-skew pair later-pin latency landed at 340 ps. The worst setup path is launched from a flip-flop. Setup TNS landed at 0 ps. Number of setup violations in the final report landed at 0. Net switching power of the design landed at 0.000453 W. Count of routing violations after the opening detailed-route iteration landed at 220. Leaving out fill and tap cells, the most frequent cells in the layout are 86 x sky130_fd_sc_hd__dfrtp_1, 57 x sky130_fd_sc_hd__nor2_1, 44 x sky130_fd_sc_hd__nand2_1, 31 x sky130_fd_sc_hd__xnor2_1, 30 x sky130_fd_sc_hd__o21ai_0. Arrival time at the worst endpoint landed at 2700 ps.

Warning count from the yosys run landed at 2. Actual transition at the worst max-transition pin landed at 887 ps. Antenna diode instance count landed at 0. According to the CTS report, the clock sink count is 91. The critical path is of the reg2reg type. Summed standard-cell area reported by yosys landed at 4890 um2. Clock tree synthesis inserted a total of 9 buffers. After clock tree synthesis, the repair step resized 0 gates.

met2 track demand over resource after global routing is 0.265. STA lists the startpoint of the worst register-to-register path as rx_cnt[0]. Setup repair after global routing left no endpoint under its margin. Hold-check failures listed in the final report amount to 0.

Worst-case clock skew landed at 6.71 ps. Fraction of post-synthesis cell area in the top cell type by area landed at 0.440. Dividing the detail-routed wire length by the instance count gives 13.8 um. The post-synth register bit count is 91. During placement, the flow inserted port buffers numbering 24. According to the timing report, the critical path is launched from rx_cnt[0].

Among logic cells in the layout, the one with the most instances is sky130_fd_sc_hd__dfrtp_1. Entering global routing, the biggest net connects 44 pins. Total overflow reported by the global router landed at 0. Detailed-route via count landed at 3668.

The report puts the hold buffer count at CTS at 0. Post-route clock period utilization landed at 0.761. Wire length reported by the detailed router landed at 9.55 mm.

Number of iterations in the first detailed-routing pass landed at 4. HPWL after detailed placement landed at 6.52 mm. Via count of the first global-routing pass landed at 3536.

The count of nets left with antenna violations once routing finished came out at 0. In this design, the stage delay of the slowest critical-path cell is 510 ps. In this run the VDD rail shows a maximum IR drop of 0.224 mV. According to the timing report, the data required time at the worst endpoint equals 3460 ps. STA reports the tightest min-delay check as being of type in2async. Of the total power, registers draw 0.542. In this design, the critical path's most frequently occurring cell is sky130_fd_sc_hd__o21ai_0.

Per the OpenROAD power report, leakage power amounts to 2.22 nW. Fill cell total of the finished layout landed at 1108. Number of distinct library cell variants in the gate-level netlist after synthesis landed at 56.

Power density over the cells landed at 390 nW/um2. Global-route wire length before repair landed at 17.0 mm. Per the OpenROAD floorplan log, the width of the die is 113 um.

The flow ran to the end, and the final reports show no timing, DRC or antenna violations. Count of max-cap constraint violations landed at 0. In the final layout, the share of cells above drive strength 1 is 0.0662. The clock passes through at most 2 buffers. Via density per instance landed at 5.31. Sequential cell area landed at 2280 um2. In this run the tightest slew margin relative to its limit is 0.409. Internal power component landed at 0.00169 W. After floorplanning, the core was divided into 40 placement rows.

The report lists the cells along the critical path as inv_1 > ha_1 > or4b_4 > o31a_1 > nor3_2 > o21ai_0 > o21ai_0. Number of top-level pins landed at 25. Biggest fanout along the worst timing path landed at 11. Post-CTS clock slew at the launch and capture registers of the worst setup and hold paths landed at 60 ps. Initial standard-cell utilization of the core landed at 0.408.

The timing report shows that the slowest cell on the worst path is sky130_fd_sc_hd__or4b_4. Of the total power, the share spent switching nets is 0.211. The worst setup path is captured at a flip-flop. Final critical delay including setup and external delays landed at 2440 ps. Number of antenna violations at the first check in global routing landed at 0. Routing usage on met3 landed at 0.0198. Combined area of all synthesized cells landed at 4890 um2. Fraction of power consumed by the clock network landed at 0.433. Cell count in the Yosys report landed at 525.

Post-route DRC violation count landed at 0. Per Yosys stat, the portion of area used by sequential elements is 0.467. Number of enable flip-flop cells landed at 0. The final report gives the core utilization as 0.459. The tree is rooted in a sky130_fd_sc_hd__clkbuf_16. TritonCTS built the clock tree. Area taken by multi-input logic gates landed at 2400 um2. Chip area landed at 12700 um2. The synthesis report lists the most area-consuming cells as sky130_fd_sc_hd__dfrtp_1 44%, sky130_fd_sc_hd__xnor2_1 5.6%, sky130_fd_sc_hd__nor2_1 4.4%. In the global route stage, met1 resource usage came out at 0.259. In this run the standard cell core region covers 12000 um2. The vertical die dimension reported for this design is 113 um.

Final count of pins violating max slew landed at 0. Number of buffers inserted by post-CTS setup repair landed at 0. In the global route stage, overall resource usage came out at 0.166.

Maximum achievable frequency landed at 411 MHz. The share of total power dissipated in combinational logic is 0.025. Global placement routability congestion landed at 0.828. met2 is the most crowded layer. The cell type that accounts for the most area after synthesis is sky130_fd_sc_hd__dfrtp_1. Post-synth the commonest register cell is sky130_fd_sc_hd__dfrtp_1.

For this run, asynchronously set or reset flops after synthesis account for 1.00.
==> final cells by class <==
type | instances | area share
inverter | 26 | 0.0178
clock buffer | 11 | 0.0424
clock inverter | 3 | 0.00319
sequential | 91 | 0.416
timing repair buffer | 29 | 0.0501
tap | 147 | 0.0335
multi-input combinational | 384 | 0.437
==> flip-flops by register name (all words and copies together) (netlist names) <==
name / count
u_rx.cnt: 16
u_rx.rx_done: 1
u_rx.rx_data: 8
start: 1
en: 1
u_rx.bit_num: 3
ram_addr: 10
rx_cnt: 10
u_rx.state: 4
wait_cnt: 24
ram_en: 1
ram_q: 8
dog: 1
clr: 1
u_rx.detect_rx_negedge: 2
==> through the flow <==
step	hold WS [ps]	worst slack [ps]	cells	power [W]	cell area [um2]
after floorplan	344	1040	525	0.00120	4890
after global placement	354	776	677	0.00124	5240
after detailed placement	358	767	677	0.00124	5240
after CTS	313	740	691	0.00218	5490
after global routing	333	496	691	0.00223	5490
final	283	764	691	0.00214	5490
==> metal layers <==
metal,up-vias,share of wire
li1,1891,-
met1,1731,0.51
met2,35,0.45
met3,11,0.019
met4,0,0.016
met5,-,0
==> final timing paths <==
path	endpoint	slack (ps)	depth (start not counted)
max	ram_addr[9]	760	7
min	ram_q[7]	280	1
max reg2reg	ram_addr[9]	760	7
min reg2reg	u_rx.detect_rx_negedge[1]	370	0
max in group asynchronous	u_rx.rx_data[4]	2110	2
min in group clk0	u_rx.detect_rx_negedge[1]	370	0
==> cell usage after synthesis (3+ instances only) <==
library cell,number
sky130_fd_sc_hd__o21ai_0,30
sky130_fd_sc_hd__or3_1,10
sky130_fd_sc_hd__mux2i_1,10
sky130_fd_sc_hd__dfstp_2,5
sky130_fd_sc_hd__a21oi_1,26
sky130_fd_sc_hd__nand2b_1,9
sky130_fd_sc_hd__and2_1,4
sky130_fd_sc_hd__o31ai_1,7
sky130_fd_sc_hd__o211ai_1,4
sky130_fd_sc_hd__nor4_1,13
sky130_fd_sc_hd__and4_1,5
sky130_fd_sc_hd__and3_1,10
sky130_fd_sc_hd__nor2_1,57
sky130_fd_sc_hd__ha_1,11
sky130_fd_sc_hd__nand2_1,44
sky130_fd_sc_hd__mux2_2,4
sky130_fd_sc_hd__xor2_1,11
sky130_fd_sc_hd__inv_1,26
sky130_fd_sc_hd__nor4bb_1,3
sky130_fd_sc_hd__nor3_1,17
sky130_fd_sc_hd__clkbuf_1,17
sky130_fd_sc_hd__nand4_1,7
sky130_fd_sc_hd__nor3b_1,3
sky130_fd_sc_hd__o22ai_1,5
sky130_fd_sc_hd__buf_2,5
sky130_fd_sc_hd__xnor2_1,31
sky130_fd_sc_hd__a22o_1,6
sky130_fd_sc_hd__dfrtp_1,86
sky130_fd_sc_hd__nand3_1,27
==> logic make-up after synthesis <==
logic type / share of synthesized area
AOI/OAI and AO/OA: 0.124
xor gates and xnor gates: 0.0753
adders and majority gates: 0.0282
buffers and inverters: 0.0412
DFF: 0.467
muxes: 0.0297
and+or+nand+nor: 0.234
==> worst max-delay path: cells and delay by family, from the launching register on <==
kind | cells | cell delay (ps)
DFF | 1 | 430
and+or+nand+nor | 2 | 1010
buffers and inverters | 1 | 100
AOI/OAI and AO/OA | 3 | 600
adders and majority gates | 1 | 220
==> power groups by stage <==
stage | combinational [W] | sequential, W | clock [W]
final | 0.0000538 | 0.00116 | 0.000928
after global routing | 0.0000617 | 0.00116 | 0.00101
after CTS | 0.0000563 | 0.00116 | 0.000963
No activity file was given, so power comes from the tool's default toggle rates.
