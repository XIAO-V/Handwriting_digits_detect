### design.v
`timescale 1ns / 1ps
module key
#(
	parameter  N         =  1,
	parameter  CNT_20MS  =  19'd480000  
)
(
	input	wire         clk,
	input	wire         rst_n,
	input   wire [N-1:0] key,
	output	wire [N-1:0] key_pulse
); 
reg [18:0]	cnt;  
always@(posedge clk or negedge rst_n)
begin
     if(!rst_n)
          cnt <= 0;
     else if(cnt == CNT_20MS)
          cnt <= 0;
     else
          cnt <= cnt + 1'h1;
end  
reg [N-1:0] key_sec_pre;                
reg [N-1:0] key_sec;                      
always@(posedge clk  or  negedge rst_n)
begin
     if(!rst_n) 
         key_sec <= {N{1'b1}};                
     else if(cnt == CNT_20MS)
         key_sec <= key;  
end
always@(posedge clk  or  negedge rst_n)
begin
     if(!rst_n)
         key_sec_pre <= {N{1'b1}};
     else                   
         key_sec_pre <= key_sec;             
end  
assign  key_pulse = ~key_sec & key_sec_pre ;     
endmodule
### run.sh
#!/bin/bash
# OpenROAD 26Q1-2900-gdf79404cd8, Yosys 0.63+post, stock flow scripts
make -C /OpenROAD-flow-scripts/flow DESIGN_CONFIG=/design/flow/config.mk WORK_HOME=/design/flow/orfs finish
### config.mk
export PLATFORM = sky130hd
export DESIGN_NAME = key
export DESIGN_NICKNAME = key
export VERILOG_FILES = /design/flow/design.v
export SDC_FILE = /design/flow/constraint.sdc
export NUM_CORES = 4
export LEC_CHECK = 1
export CORE_AREA = 10 10 84 84
export DIE_AREA = 0 0 94 94
### constraint.sdc
current_design key

set clk_period 4.6
set clk_io_pct 0.2

create_clock -name clk0 -period $clk_period [get_ports {clk}]

set non_clock_inputs [all_inputs -no_clocks]
set_input_delay [expr $clk_period * $clk_io_pct] -clock clk0 $non_clock_inputs
set_output_delay [expr $clk_period * $clk_io_pct] -clock clk0 [all_outputs]
==> notes.md <==
## Synth
• 0.485 — Seq/Total Area, Yosys
• 0 — count of library flops with an enable pin
• 94 — count of mapped cells out of synthesis
• 21 — Synth Register Bits
• 0.00109 mm² — yosys stat chip area
• 0.00109 mm² — netlist area before placement
• 1 — Synthesis Warnings
• sky130_fd_sc_hd__dfrtp_1 — most instantiated flip-flop cell in the synthesis netlist
• 11.6 µm² — mean instance size in the synthesized netlist
• 33 — Synth cell types
• 1.00 — Async SR Flop Fraction
• 94 — count of instantiated cells in the yosys netlist

## Floorplanning
• 0.00520 mm² — Std-Cell Core Area
• 26 — row count
• 0.00884 mm² — total die size
• 94 µm — die span in y
• 94 µm — Chip Width
• 0.209 — Core Util at FP
• 4 — I/O pins

## Routing
• 0 — remaining number of nets flagged by the antenna check after routing
• 0 — diode insertion count for antenna repair
• 4 — Pre-antenna DRT Iters
• 33 — violation tally from detailed-route iteration zero
• 1810 µm — final WL
• 0 — DRC
• 4.01 — via-per-instance ratio
• 685 — DR vias
• 10.6 µm — DR WL/cell

## Worst setup path
• register — category of the worst setup path launch point
• 3.68 ns — data required time of the critical path
• cnt[0]$_DFF_PN0_ — critical register-to-register path startpoint
• 1.34 ns — data arrival time at the worst-slack endpoint
• sky130_fd_sc_hd__dfstp_2 — standard cell with the maximum stage delay on the critical path
• output pin — Crit. End Element
• 7 — count of cells along the worst register-to-register path
• 0.51 ns — crit-path max cell delay
• register to output pin — crit path kind
• key_sec$_DFFE_PN1N_ — endpoint of the lowest-slack register-to-register path
• 2.39 ns — Worst R2R Setup Slack
• key_pulse[0] — worst setup path endpoint
• nor2b_1, clkdlybuf4s50_1 — Cell Chain, Critical Path
• key_sec_pre$_DFF_PN1_ — worst setup path startpoint
• 1 — Max Fanout on Critical Path

## GRT
• 0.0470 — gr usage total
• 3470 µm — first-pass GRT wire length
• 13 — pin count of the biggest net entering global routing
• 0 — GRT overflow
• 0 — number of antenna violations at the first check in global routing
• 732 — vias in the first global route

## CTS
• 0 — CTS resizes
• 0.25 ns — Clock Latency Late Sink
• 21 — Sink Count
• yes — clock tree from TritonCTS
• 1 — H-tree depth
• sky130_fd_sc_hd__clkbuf_8 — Clock Tree Root
• 2 — buffers from clock root to sink, at most
• 3 — TritonCTS Buffers
• 0 — number of buffers inserted by post-CTS setup repair
• 0 — hold bufs inserted after CTS
• 0.07 ns — clock input transition at the sequential cells of the worst setup and hold paths

## Place
• 1340 µm — DPL Wire Length
• 167 — Inst Count DP
• 3 — buffers added on ports
• 0.839 — GPL Wtd Cong
• 2.39 ns — worst slack after detailed placement

## STA
• 0.524 ns — worst-margin pin slew
• 0 — final hold violation count
• 2.26 ns — final worst path period need
• 0.491 — final worst path period share
• 0 ns — total negative setup slack
• 0.00135 ns — Layout Skew
• 2.34 ns — Worst Setup Slack, final
• 0.443 GHz — maximum frequency from static timing analysis
• 0 — count of endpoints failing setup in the final report
• 0.649 — Max-Slew Margin vs Limit
• 0 — number of pins exceeding their max-slew limit in the final report
• no — setup repair after global routing missed its margin

## Layout
• 0.267 — share of layout cells above drive strength 1
• 0.241 — Finished Core Util
• 554 — Fill cells
• 529 µm² — area used by multi-input combinational logic
• 15.2% — synthesis-to-layout area growth
• 528 µm² — area occupied by registers
• 171 — Non-Filler Instances

## Power
• 0.488 nW — leakage dissipation
• 244 mW/mm² — Cell Pwr Density
• 0.0000874 V — Max IR drop VDD

## Flow run
• 26 — count of warning messages emitted by the tools
• 0 — max-cap check violation count

## Hold path
• register to register — Tightest Hold Check Type

## Run status
• complete, no violations — status

synth_stat cells, types with 2 or more instances:
master | n | share of area
sky130_fd_sc_hd__inv_1 | 5 | 0.017
sky130_fd_sc_hd__nand3_1 | 4 | 0.018
sky130_fd_sc_hd__nand3_2 | 2 | 0.018
sky130_fd_sc_hd__nor4_2 | 2 | 0.023
sky130_fd_sc_hd__nand4_1 | 3 | 0.017
sky130_fd_sc_hd__a21oi_2 | 2 | 0.016
sky130_fd_sc_hd__xnor2_1 | 11 | 0.089
sky130_fd_sc_hd__nor3_1 | 2 | 0.0092
sky130_fd_sc_hd__nor2_1 | 4 | 0.014
sky130_fd_sc_hd__dfstp_2 | 2 | 0.048
sky130_fd_sc_hd__nand2_1 | 5 | 0.017
sky130_fd_sc_hd__nand4b_1 | 3 | 0.024
sky130_fd_sc_hd__dfrtp_1 | 19 | 0.44
sky130_fd_sc_hd__nor3_2 | 3 | 0.028
sky130_fd_sc_hd__xor2_1 | 3 | 0.024
sky130_fd_sc_hd__ha_1 | 2 | 0.023
sky130_fd_sc_hd__nor2_2 | 6 | 0.034
final cells by class:
class / instances / area share
Sequential cell: 21 / 0.421
Clock buffer: 4 / 0.0359
Multi-Input combinational cell: 66 / 0.422
Tap cell: 70 / 0.0699
Timing Repair Buffer: 5 / 0.0359
Inverter: 5 / 0.0150
worst min path at each step:
stage | start | end | slack (ns) | cells after the start
CTS | key_sec$_DFFE_PN1N_ | key_sec_pre$_DFF_PN1_ | 0.38 | 0
global route | key_sec$_DFFE_PN1N_ | key_sec_pre$_DFF_PN1_ | 0.38 | 0
finish | key_sec$_DFFE_PN1N_ | key_sec_pre$_DFF_PN1_ | 0.38 | 0
critical path: cells and delay by family (launching register included):
family,cells,cell delay [ns]
DFF,1,0.51
buffers and inverters,1,0.47
and+or+nand+nor,1,0.11
power by group:
part	switching (W)	internal [W]	leakage [nW]
logic	0.00000366	0.00000204	0.189
clock network	0.0000545	0.0000615	0.0228
registers	0	0.000185	0.276
sequential cells by signal, indices dropped and copies added (netlist names):
name         cells
key_sec          1
key_sec_pre      1
cnt             19
metrics by stage:
step	hold slack (ns)	power, W	area (µm²)
floorplan	0.359	0.000188	1090
global placement	0.364	0.000194	1210
detailed placement	0.366	0.000194	1210
CTS	0.377	0.000313	1250
global route	0.381	0.000318	1250
finish	0.377	0.000306	1250
cells by family (layout without fill, tap and decap cells):
family                   after synthesis  count (layout)  share of synthesized area
AND/OR/NAND/NOR                       44              44                      0.298
AND-OR/OR-AND                          4               4                     0.0333
buffers and inverters                  7              14                     0.0287
XOR/XNOR                              14              14                      0.113
flip-flops                            21              21                      0.485
adder cells (fa/ha/maj)                2               2                     0.0230
multiplexers                           2               2                     0.0195
per-layer routing:
metal  vias up  track usage  routed length (µm)
met5         -            0                   0
met3         2       0.0153                  54
li1        341            -                   -
met2         3       0.0709                 822
met1       339       0.0647                 906
met4         0      0.00886                  25
layout by cell type, fill, tap and decap left out, types with 3 or more instances in the layout:
| cell | count |
|---|---|
| sky130_fd_sc_hd__dfrtp_1 | 19 |
| sky130_fd_sc_hd__xnor2_1 | 11 |
| sky130_fd_sc_hd__nor2_2 | 6 |
| sky130_fd_sc_hd__inv_1 | 5 |
| sky130_fd_sc_hd__nand2_1 | 5 |
| sky130_fd_sc_hd__nand3_1 | 4 |
| sky130_fd_sc_hd__nor2_1 | 4 |
| sky130_fd_sc_hd__nand4_1 | 3 |
| sky130_fd_sc_hd__nor3_2 | 3 |
| sky130_fd_sc_hd__nand4b_1 | 3 |
| sky130_fd_sc_hd__xor2_1 | 3 |
| sky130_fd_sc_hd__clkbuf_8 | 3 |
| sky130_fd_sc_hd__clkdlybuf4s50_1 | 3 |
Power figures rest on the tool's default switching activity, not on a simulated workload.
