File: design.v
`timescale 1ns/1ns
module Driver
#(
	parameter H_SYNC = 96	, 		 
	parameter H_BACK = 48	, 		 
	parameter H_DISP = 640	, 		 
	parameter H_FRONT = 16	, 		 
	parameter H_TOTAL = 800	, 		 
	parameter V_SYNC = 2	, 		 
	parameter V_BACK = 33	, 		 
	parameter V_DISP = 480	, 		 
	parameter V_FRONT = 10	, 		 
	parameter V_TOTAL = 525  		 
)
(
	input  wire			clk,			 
	input  wire			rst_n,     		 
	input  wire	[23:0]	lcd_data,		 
	output wire			lcd_dclk,   	 
	output wire			lcd_hs,	    	 
	output wire			lcd_vs,	    	 
	output wire			lcd_en,			 
	output wire	[23:0]	lcd_rgb,		 
	output wire	[11:0]	lcd_xpos,		 
	output wire	[11:0]	lcd_ypos		 
);	
localparam	H_AHEAD = 	12'd1;
reg [11:0] hcnt; 
reg [11:0] vcnt;
wire lcd_request;
always @ (posedge clk or negedge rst_n)
begin
	if (!rst_n)
		hcnt <= 12'd0;
	else
	begin
        if(hcnt < H_TOTAL - 1'b1)		 
            hcnt <= hcnt + 1'b1;
        else
            hcnt <= 12'd0;
	end
end 
assign	lcd_hs = (hcnt <= H_SYNC - 1'b1) ? 1'b0 : 1'b1;  
always@(posedge clk or negedge rst_n)
begin
	if (!rst_n)
		vcnt <= 12'b0;
	else if(hcnt == H_TOTAL - 1'b1)	 
		begin
		if(vcnt == V_TOTAL - 1'b1)		 
			vcnt <= 12'd0;
		else
			vcnt <= vcnt + 1'b1;
		end
end
assign	lcd_vs = (vcnt <= V_SYNC - 1'b1) ? 1'b0 : 1'b1;  
assign	lcd_dclk = ~clk;
assign	lcd_en		=	(hcnt >= H_SYNC + H_BACK  && hcnt < H_SYNC + H_BACK + H_DISP) &&
						(vcnt >= V_SYNC + V_BACK  && vcnt < V_SYNC + V_BACK + V_DISP) 
						? 1'b1 : 1'b0;                    
assign	lcd_rgb 	= 	lcd_en ? lcd_data : 24'h000000;	
assign	lcd_request	=	(hcnt >= H_SYNC + H_BACK - H_AHEAD && hcnt < H_SYNC + H_BACK + H_DISP - H_AHEAD) &&
						(vcnt >= V_SYNC + V_BACK && vcnt < V_SYNC + V_BACK + V_DISP) 
						? 1'b1 : 1'b0;
assign	lcd_xpos	= 	lcd_request ? (hcnt - (H_SYNC + H_BACK - H_AHEAD)) : 12'd0;
assign	lcd_ypos	= 	lcd_request ? (vcnt - (V_SYNC + V_BACK)) : 12'd0;
endmodule
File: run.sh
#!/bin/bash
# OpenROAD 26Q1-2900-gdf79404cd8, Yosys 0.63+post, stock flow scripts
make -C /OpenROAD-flow-scripts/flow DESIGN_CONFIG=/design/flow/config.mk WORK_HOME=/design/flow/orfs finish
File: config.mk
export PLATFORM = sky130hd
export DESIGN_NAME = Driver
export DESIGN_NICKNAME = Driver
export VERILOG_FILES = /design/flow/design.v
export SDC_FILE = /design/flow/constraint.sdc
export NUM_CORES = 4
export LEC_CHECK = 1
export CORE_UTILIZATION = 40
File: constraint.sdc
current_design Driver

set clk_period 3.4
set clk_io_pct 0.2

create_clock -name clk0 -period $clk_period [get_ports {clk}]

set non_clock_inputs [all_inputs -no_clocks]
set_input_delay [expr $clk_period * $clk_io_pct] -clock clk0 $non_clock_inputs
set_output_delay [expr $clk_period * $clk_io_pct] -clock clk0 [all_outputs]
==> run notes <==
flow finished, numbers: worst hold margin=0.529 ns, Combinational Power Share=9.1%, result of the run=completed, sequential share of power=between 50% and 60%, cell family with most CP delay=simple AND/OR/NAND/NOR gates, number of filler instances in the final layout=roughly 430, number of input and output port buffers inserted=roughly 75, count of state elements after synthesis=24, CTS tree=yes, endpoint arrival time on the critical path=~2.5 ns, overall routed net length=about 5 mm, via count=around 1,900, Max Slew Vio Count=0, top_reg_cell synth=dfrtp_1, FF/Latch Area=602 µm², switching component of the power=between 100 and 150 µW, number of placement rows=25, cell taking the most area after synthesis=dfrtp_1, setup repair after global routing missed its margin=no, Placer Congestion=0.807, synthesized area divided by synthesized cell count=a little over 8 µm², CTS Root Cell=clkbuf_8, relative slew slack=between 40% and 50%, OpenROAD warning count=32, required time of the critical path=between 2 and 3 ns, effective utilization at floorplan=41.5%, final count of negative-setup-slack endpoints=0, startpoint of the most critical register-to-register path=hcnt[0], final critical path time including I/O delays and setup=approximately 3.2 ns, Remaining Overflow, GRT=0, Async S/R FF share, synth=~100%, Setup CP Type=register to output port, peak clock frequency supported by timing=0.310 GHz, growth of design area from synthesis to finish=42.3%, Maximum Capacitance Violations=0, kind of capture point of the worst setup path=output port, total DRC errors in the routed layout=0, Die Span Y=between 70 and 80 µm, number of instances in the synthesized netlist=between 200 and 250, wire per inst=13.7 µm, top area cells in the synthesized netlist=dfrtp_1 (31%), and2_1 (7.7%), xnor2_1 (6.7%), final total negative setup slack=0 ns, number of distinct standard cells referenced by the synthesized netlist=approximately 45, Dominant cell area share=a little under a third, flip-flops with a built-in enable=0, Peak VDD IR=roughly 190 µV, Power, Total=about 540 µW, yosys warns=1, DRT Pass-1 Iters=4, area of the chip=between 5000 and 6000 µm², number of H-tree branching levels=1, ports placed on the boundary=approximately 78, area of combinational cells with multiple inputs=between 1000 and 1500 µm², Cell Int Power=about 420 µW, worst-path cell chain=or3_4, o21a_1, or4_1, a211oi_2, clkdlybuf4s50_1, post-synthesis cell count from yosys=approximately 240, power density cells=about 190 nW/µm², total clock buffers created by CTS=3, count of nets left with antenna violations after detail routing=0, via count of the first global-routing pass=between 1,500 and 2,000, transition at the pin with the smallest max-transition slack=roughly 0.78 ns, buffers plus inverters on the worst setup path=1, core footprint=~4700 µm², register clock-pin slew on the reported worst setup and hold paths=approximately 0.080 ns, final worst path period share=94.9%, synthesized chip area reported by yosys=slightly below 2000 µm², start point of the worst min-delay path=vcnt[11], number of antenna violations at the first check in global routing=0, global-route usage over all layers=about 19%, peak fanout along the critical path=11, ratio of cells with drive above 1 in the final layout=under 10%, sequential-to-total area share from yosys stat=a little under a third, Netlist Area Pre-Place=1950 µm², final worst clock skew=approximately 0.0098 ns, maximum root-to-sink buffer count=2, power share of the clock group=between 30 and 40%, pin count of the biggest net entering global routing=26, Switching Fraction=21.9%, leakage power=between 1 and 1.5 nW, iteration-0 DRC count of the detailed router=roughly 120, largest stage delay on the critical path=0.51 ns, horizontal die size=71.8 µm, clock network latency to the later pin of the worst-skew pair=0.27 ns, number of hold-slack violations in the final timing report=0, global-route wire length before repair=roughly 7.9 mm, Antenna Diode Count=0, worst-path cell with the longest stage delay=dfrtp_1, startpoint type of the worst setup path=register, post-detailed-route via-to-cell ratio=5.23, class of the tightest hold or removal check=register to register, Worst Setup SP=hcnt[5], hpwl dp=roughly 3.6 mm
[power by group through the flow]
stage	Combinational, mW	Clock [mW]	Sequential (mW)
after CTS	0.0492	0.211	0.290
after global routing	0.0543	0.221	0.290
final	0.0488	0.198	0.290
[logic make-up (layout without fill, tap and decap cells)]
logic type                 after synthesis  count (layout)  synth area share (%)
adders and majority gates                5               5                  3.21
buffers and inverters                   34              97                  8.54
other                                    1               4                 0.192
and+or+nand+nor                        120             120                  35.0
xor gates and xnor gates                21              21                  9.44
muxes                                    2               2                  1.03
DFF                                     24              24                  30.8
AOI/OAI and AO/OA                       33              33                  11.8
[flip-flops by register name, indices dropped and copies added, names as in the netlist]
name  count
vcnt     12
hcnt     12
[stage by stage]
| stage | area [µm²] | util (%) | cells | worst slack (ns) |
|---|---|---|---|---|
| 2_1_floorplan | 1960 | - | 243 | 0.936 |
| 3_3_place_gp | 2700 | 57.6 | 356 | 0.399 |
| 3_5_place_dp | 2700 | 57.6 | 356 | 0.351 |
| 4_1_cts | 2750 | 58.5 | 360 | 0.0289 |
| 5_1_grt | 2770 | 59.1 | 360 | 0.0262 |
| 6_report | 2770 | 59.1 | 360 | 0.175 |
[layout by cell type, fill, tap and decap left out, types with 7 or more instances in the layout]
cell and count:
a21oi_1 10, clkdlybuf4s50_1 75, nand4_1 7, and2_1 24
o21ai_0 7, xnor2_1 15, inv_1 13, nor2_1 21
nor3_1 24, dfrtp_1 23, nand3_1 12, nand2_1 8
[layout make-up]
type	count	area share [%]
clock buffer	4	1.85
clock inverter	2	0.271
inverter	11	1.49
multi-input combinational	185	43.9
sequential	24	21.7
tap	54	2.44
timing repair buffer	80	28.3
[repair_timing]
item / in CTS / in global routing
gates resized: 0 / 6
hold buffers: 0 / 0
setup buffers: 0 / 0
setup endpoints to repair: 0 / 27
hold endpoints to repair: 0 / 0
[layer usage]
metal	track usage (%)	vias to the layer above	wire [µm]	part of all wire [%]
li1	-	963	-	-
met1	32.9	876	2440	50
met2	28.8	39	2280	46
met3	2.28	4	172	3.5
met4	1.53	0	31	0.63
met5	0	-	0	0
[final timing paths]
| check | slack [ns] | end | cells past startpoint |
|---|---|---|---|
| setup / recovery | 0.18 | lcd_xpos[11] | 5 |
| hold / removal | 0.53 | vcnt[11] | 1 |
| setup reg to reg | 1.31 | vcnt[10] | 5 |
| hold reg to reg | 0.53 | vcnt[11] | 1 |
| max in group asynchronous | 2.38 | vcnt[1] | 2 |
| min in group asynchronous | 0.77 | vcnt[2] | 2 |
[synthesized netlist by cell type, drive strengths merged, types with 4 or more instances]
library cell and n:
a21oi 10, and2 24, and3 4, buf 15
clkbuf 7, dfrtp 24, ha 5, inv 12
nand2 8, nand3 12, nand4 7, nor2 21
nor3 25, nor4 4, o21ai 8, or3 4
xnor2 15, xor2 6
Power is estimated from default activity; no workload was simulated.
